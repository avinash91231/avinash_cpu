--- ./run.sh ---
#!/bin/bash
# OpenROAD 26Q1-2900-gdf79404cd8, Yosys 0.63+post, stock flow scripts
make -C /OpenROAD-flow-scripts/flow DESIGN_CONFIG=/design/flow/config.mk WORK_HOME=/design/flow/orfs finish
--- ./config.mk ---
export PLATFORM = sky130hd
export DESIGN_NAME = rs1_demux
export DESIGN_NICKNAME = rs1_demux
export VERILOG_FILES = /design/flow/design.v
export SDC_FILE = /design/flow/constraint.sdc
export NUM_CORES = 4
export LEC_CHECK = 1
export CORE_AREA = 10 10 70 70
export DIE_AREA = 0 0 80 80
--- ./constraint.sdc ---
current_design rs1_demux

set clk_period 1.5
set clk_io_pct 0.2

create_clock -name clk0 -period $clk_period

set non_clock_inputs [all_inputs -no_clocks]
set_input_delay [expr $clk_period * $clk_io_pct] -clock clk0 $non_clock_inputs
set_output_delay [expr $clk_period * $clk_io_pct] -clock clk0 [all_outputs]
--- ./design.v ---
module rs1_demux(opcode, rs1_in, input1);
  parameter N=16;
  input [N-1:0] rs1_in;
  output reg [N-1:0]input1;
  input [3:0] opcode;
  always@(opcode)begin
    case (opcode) 
      4'b0000 :  begin 
        input1 = rs1_in;
      end
      4'b0001 : begin 
        input1 = rs1_in;
      end
      4'b0010 : begin 
        input1 = rs1_in;
      end 
        4'b0011 :begin 
          input1 = rs1_in;
        end
      4'b0100 : begin 
        input1 = rs1_in;
      end
      default : begin 
        input1=0;
      end
    endcase
  end
endmodule
==> summary.log <==
INFO  outcome        run_status=complete, no violations
INFO  final_layout   proportion_of_layout_cells_with_a_drive_suffix_above_1=60.9%
INFO  logic_synthesis yosysCellCount=20
INFO  critical_path  crit_path_required_time=1200ps
INFO  routing        post-route-drc-count=0
INFO  floorplan      chip_height=80µm
INFO  logic_synthesis yosys-mux-area-fraction=0%
INFO  logic_synthesis yosys.area_share.aoi=7.06%
INFO  timing         timing.final.ws_setup=44.2ps
INFO  global_routing grt_start_max_net_pins=9
INFO  timing         slew_at_the_pin_closest_to_its_max_slew_limit=200ps
INFO  global_routing global_route_total_usage_across_every_layer=4.25%
INFO  floorplan      die_w=80µm
INFO  final_layout   flow.area_growth_from_synthesis=254%
INFO  routing        drtAntennaViolNets=0
INFO  final_layout   final_common_cell=sky130_fd_sc_hd__clkdlybuf4s50_1
INFO  global_routing grt_use_met1=6.13%
INFO  power_and_ir_drop sequentialPowerShare=0%
INFO  logic_synthesis synth_cells=20
INFO  critical_path  crit_path_start=opcode[0]
INFO  floorplan      initCoreUtil=6.23%
INFO  hold_path      depth_of_the_worst_hold_timing_path=4
INFO  timing         worst_case_headroom_to_the_max_slew_limit=86.6%
INFO  final_layout   clkbuf_count=0
INFO  timing         final_tally_of_max_slew_violations=0
INFO  logic_synthesis synth_xor_xnor_area_share=0%
INFO  global_routing grt_antenna_before_repair=0
INFO  timing         grt_setup_unrepaired=false
INFO  global_routing number_of_global_route_vias_before_repair=412
INFO  power_and_ir_drop report.power.total=0.185mW
INFO  power_and_ir_drop vdd_ir_drop_max=0.0000915V
INFO  timing         count_of_endpoints_failing_hold_in_the_final_timing_report=0
INFO  routing        detail_route.iter0.violations=3
INFO  placed_design  place_ws=-585ps
INFO  power_and_ir_drop p_sw_share=29.6%
INFO  final_layout   layout.filler_cells=367
INFO  final_layout   design_area=752µm²
INFO  routing        route.detailed.wl_per_inst=14.0µm
INFO  job            count_of_warning_messages_emitted_by_the_tools=33
INFO  hold_path      hold_start=opcode[3]
INFO  final_layout   register_area=0µm²
INFO  logic_synthesis ys_types=6
INFO  logic_synthesis syn_avg_cell_area=10.6µm²
INFO  logic_synthesis yosys.area_share.adder=0%
INFO  power_and_ir_drop clock_power_share=0%
INFO  placed_design  dp_hpwl=973µm
INFO  final_layout   numSequentialCells=0
INFO  placed_design  detailed_place.area=623µm²
INFO  logic_synthesis synth_chip_area=213µm²
INFO  floorplan      num_io_pins=36
INFO  power_and_ir_drop powerDensity=246nW/µm²
INFO  logic_synthesis synth_top_cell_by_area=sky130_fd_sc_hd__nor3b_2
INFO  hold_path      holdCritPathClass=in2out
INFO  placed_design  gp_congestion=0.790
INFO  power_and_ir_drop pwr-share-comb=100.0%
INFO  logic_synthesis ys_warn_count=1
INFO  logic_synthesis synthSimpleGateAreaFrac=80.0%
INFO  logic_synthesis yosys-dominant-comb-family=simple AND/OR/NAND/NOR gates
INFO  routing        drt_first_pass_iters=2
INFO  global_routing global_route.usage.met2=5.14%
INFO  routing        post_detailed_route_via_to_cell_ratio=3.24
INFO  final_layout   layout.cells.most_common_list=sky130_fd_sc_hd__clkdlybuf4s50_1 (16), sky130_fd_sc_hd__nor3b_2 (13), sky130_fd_sc_hd__buf_4 (11), sky130_fd_sc_hd__buf_2 (6), sky130_fd_sc_hd__dlygate4sd2_1 (6)
INFO  power_and_ir_drop p_leak=0.330nW
INFO  global_routing wire_length_of_the_first_global_routing_pass=2.20mm
INFO  timing         layout_worst_path_cycle_share=97.1%
INFO  logic_synthesis ys_seq_share=0%
INFO  critical_path  path_class=in2out
INFO  critical_path  worst-endpoint-arrival=1160ps
INFO  floorplan      coreArea=3420µm²
INFO  critical_path  critical_path.startpoint_type=input pin
INFO  timing         setup_viol_count_final=0
INFO  logic_synthesis synth_largest_type_area_fraction=58.8%
INFO  power_and_ir_drop internal-power=0.130mW
INFO  critical_path  critPathCaptureType=output port
INFO  routing        postRouteWirelength=1.61mm
INFO  floorplan      fp.dieArea=6400µm²
INFO  global_routing grt_most_used_layer=met1
INFO  power_and_ir_drop p_switching=0.0547mW
INFO  timing         layout_min_cycle_time=1460ps
INFO  job            cap_violations=0
INFO  critical_path  path_max_fanout=5
INFO  logic_synthesis topCellsByArea=sky130_fd_sc_hd__nor3b_2 (59%), sky130_fd_sc_hd__nor3b_1 (21%), sky130_fd_sc_hd__buf_8 (7.1%), sky130_fd_sc_hd__o21a_4 (7.1%), sky130_fd_sc_hd__buf_4 (3.5%)
INFO  final_layout   area_taken_by_multi_input_logic_gates=226µm²
INFO  logic_synthesis synth.cell_area=213µm²
INFO  global_routing grt_overflow=0
INFO  timing         peak_freq=0.687GHz
INFO  global_routing use_met3=3.07%
INFO  placed_design  io_buffers=36
INFO  floorplan      num_rows=21
INFO  routing        routed-via-count=373
INFO  routing        antenna-diode-count=0
worst max-delay path: stages:
cell and delay, ps:
sky130_fd_sc_hd__buf_6 100, sky130_fd_sc_hd__o21a_4 230, sky130_fd_sc_hd__buf_4 130, sky130_fd_sc_hd__nor3b_2 150, sky130_fd_sc_hd__dlygate4sd2_1 230
through the flow:
step / cells / utilization [%] / hold WS (ps) / TNS, ps
2_1_floorplan: 20 / - / 689 / 0
3_3_place_gp: 100 / 18.2 / 1530 / -8160
3_5_place_dp: 100 / 18.2 / 1520 / -8160
4_1_cts: 112 / 21.3 / 1030 / -1.78
5_1_grt: 115 / 22.0 / 1030 / 0
6_report: 115 / 22.0 / 1010 / 0
power groups by stage:
stage	Combinational, mW	Clock, mW	Sequential, mW
finish	0.185	0	0
global route	0.197	0	0
CTS	0.172	0	0
kinds of logic after synthesis:
family,Yosys count
AND-OR/OR-AND,1
AND/OR/NAND/NOR,16
buffers and inverters,3
routing by layer:
metal	wire length (µm)	share of wire [%]
met1	793	49
met2	541	34
met3	276	17
met4	0	0
met5	0	0
Yosys cell counts:
cell type / number
sky130_fd_sc_hd__o21a_4: 1
sky130_fd_sc_hd__clkbuf_2: 1
sky130_fd_sc_hd__nor3b_1: 6
sky130_fd_sc_hd__nor3b_2: 10
sky130_fd_sc_hd__buf_8: 1
sky130_fd_sc_hd__buf_4: 1
worst paths after layout:
check / slack (ps) / end
setup / recovery: 40 / input1[11]
hold / removal: 1010 / input1[10]
repair_timing:
| item | 4_1_cts | 5_1_grt |
|---|---|---|
| gates cloned | 2 | 0 |
| buffers inserted | 10 | 3 |
| pin swaps | 5 | 3 |
| setup endpoints to repair | 16 | 9 |
| endpoints found under the hold margin | 0 | 0 |
| hold buffers | 0 | 0 |
| resized | 48 | 13 |
final cells by class:
cell class	count	area share, %
multi-input combinational	18	30.1
tap	46	7.65
timing repair buffer	51	62.2
Power and IR drop assume default switching activity.
