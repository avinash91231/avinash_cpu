<file path="./config.mk">
export PLATFORM = sky130hd
export DESIGN_NAME = regfile
export DESIGN_NICKNAME = regfile
export VERILOG_FILES = /design/flow/design.v
export SDC_FILE = /design/flow/constraint.sdc
export NUM_CORES = 4
export LEC_CHECK = 1
export CORE_UTILIZATION = 40
</file>
<file path="./design.v">
module regfile(input clk,
   input [3:0] input1,
   input [3:0] input2,
   input [3:0] rd,
   input [15:0] wdata,
   input wen,
   output reg [15:0] rdata_1,
   output reg [15:0] rdata_2);
reg [15:0] regfile [0:15];
   always @(posedge clk) begin
      if (wen) begin
         regfile[rd] <= wdata;
      end
   end
  assign rdata_1 = regfile[input1];
  assign rdata_2 = regfile[input2];
endmodule
</file>
<file path="./run.sh">
#!/bin/bash
# OpenROAD 26Q1-2900-gdf79404cd8, Yosys 0.63+post, stock flow scripts
make -C /OpenROAD-flow-scripts/flow DESIGN_CONFIG=/design/flow/config.mk WORK_HOME=/design/flow/orfs finish
</file>
<file path="./constraint.sdc">
current_design regfile

set clk_period 5.0
set clk_io_pct 0.2

create_clock -name clk0 -period $clk_period [get_ports {clk}]

set non_clock_inputs [all_inputs -no_clocks]
set_input_delay [expr $clk_period * $clk_io_pct] -clock clk0 $non_clock_inputs
set_output_delay [expr $clk_period * $clk_io_pct] -clock clk0 [all_outputs]
</file>
==> flow_summary_export.csv <==
group,metric,value,unit
placed_design,placed_cells,993,
pwr,total_power,0.00472,W
yosys,syn_avg_cell_area,21.2,um2
worst_setup_path,cp_max_fo,17,
floorplanning,fp.coreArea,0.0288,mm2
cells_and_area,fill_cells,2311,
yosys,yosysUniqueCellTypes,23,
worst_setup_path,max_stage_delay,0.55,ns
clock_network,clk_path_buf_depth,3,
hold_path,hp-start,"wdata[3]",
grt,overflow,0,
yosys,netlist.area_leader.share,0.655,
yosys,synth.most_common_cell,"edfxtp_1",
clock_network,postCtsHoldBufs,0,
cells_and_area,regMostFlops,"regfile",
pwr,net-switching-power,0.00100,W
pwr,leakagePower,4.41,nW
worst_setup_path,arrival,3.05,ns
yosys,yosys_warnings,3,
floorplanning,die_x,173,um
yosys,edf_count,256,
worst_setup_path,cpMaxStageDelayCell,"mux4_1",
yosys,synth_area,0.0117,mm2
route,viasPerCell,6.01,
floorplanning,dieHeight,173,um
pwr,power.density,344,mW/mm2
clock_network,path_clk_slew,0.06,ns
floorplanning,chip_area,0.0300,mm2
yosys,ys.flop_type,"edfxtp_1",
cells_and_area,largest_reg_flops,256,
placed_design,pre_cts_ws,0.926,ns
placed_design,portBuffers,61,
pwr,p_seq_frac,0.513,
pwr,power.internal,0.00372,W
yosys,ys_top_cells_by_count,"edfxtp_1, mux4_2, a22oi_1",
route,antenna-diode-count,0,
worst_setup_path,crit_top_cell,"buf_4",
sta,fmax,247,MHz
route,first_pass_iters,4,
pwr,pwr-share-clk,0.396,
sta,hold_viol,0,
floorplanning,io_pins,62,
yosys,async_flop_share,0,
pwr,irDropWorstVdd,0.247,mV
grt,grt_start_max_net_pins,44,
placed_design,place.gp.congestion,0.817,
cells_and_area,top_regs,"regfile x256",
worst_setup_path,worstPathCellList,"buf_4 > buf_12 > buf_4 > mux4_1 > a22oi_1 > nand2_1 > clkdlybuf4s50_1",
hold_path,hold_end,"regfile[10][3]",
cells_and_area,final-instance-count-excl-fill,1042,
yosys,synth-seq-cells,256,
pwr,combPwrFrac,0.090,
sta,slew_viol_final,0,
route,wl_per_cell,27.1,um
sta,setup_tns,0,ns
job,warnings,25,
route,drtIter0Drc,294,
clock_network,post_cts_resized,0,
sta,timing.final.crit_period,4.05,ns
run_status,status,"complete, no violations",
pwr,p_sw_frac,0.212,
clock_network,cts_tree,"yes",
placed_design,hpwlAfterDp,16100,um
hold_path,hold_path.class,"in -> reg",
floorplanning,num_rows,62,
yosys,yosysSeqAreaShare,0.655,
floorplanning,floorplan.core_util,0.408,
cells_and_area,drive_above_1_share,0.312,
worst_setup_path,path_buffers,4,
sta,setup_viol,0,
grt,grt_pass1_wl,42100,um
clock_network,numClockSinks,256,
clock_network,cts_setup_buffers,0,
route,routed_wl,28300,um
cells_and_area,area_growth,17.2,%
sta,slew_headroom,0.483,
sta,layout_setup_ws,0.952,ns
job,max_cap_violations,0,
worst_setup_path,worst_setup_path_start_kind,"primary input",
sta,tightest_slew,0.775,ns
cells_and_area,utilization,0.478,
sta,rsz0062_at_grt,"false",
yosys,topCellsByArea,"edfxtp_1, mux4_2, mux4_1",
yosys,yosysTopAreaCell,"edfxtp_1",
cells_and_area,logic_area,0.00380,mm2
grt,first_global_vias,7201,
grt,grtUsageTotal,0.214,
worst_setup_path,cp.required,4.00,ns
route,vias,6267,
worst_setup_path,cp-end-kind,"output pin",
yosys,ys_chip_area,0.0117,mm2
route,drc,0,
grt,antenna_found_initial,0,
worst_setup_path,criticalPathCategory,"in -> out",
hold_path,hold_depth,1,
route,drtAntennaViolNets,0,
sta,period_used_share,0.810,
yosys,netlist_instances,553,
clock_network,cts_max_level,1,
yosys,yosys-stat-cells,553,
clock_network,cts_buffers,27,
worst_setup_path,cp_top_family,"buffers and inverters",
clock_network,cts_root_buf,"clkbuf_16",
cells_and_area,regArea,0.00769,mm2
-- layer usage --
metal | global-route usage | vias up | part of all wire
met4 | 0.0398 | 4 | 0.022
met2 | 0.313 | 515 | 0.47
li1 | - | 2627 | -
met1 | 0.241 | 3073 | 0.31
met3 | 0.187 | 48 | 0.19
met5 | 0.0272 | - | 0.0033
-- final cells by class --
class	instances	share of cell area
well taps	384	0.0350
clock buffers	32	0.0505
flip-flops and latches	256	0.559
repair buffers	98	0.0690
multi-input cells	255	0.276
clock inverters	17	0.0100
-- placed cells by master, fill, tap and decap left out --
master,netlist,layout
clkbuf_1,14,5
nor2_1,14,1
nor2_2,0,13
a22oi_1,64,64
clkbuf_16,0,27
or3b_2,1,1
clkinv_4,0,1
nand3b_1,2,2
nand2_1,33,33
mux4_4,2,2
nand2b_1,2,2
clkinv_1,0,6
buf_4,5,33
inv_6,0,1
clkinv_2,0,6
and2_1,2,2
bufinv_16,0,2
nor2b_2,0,4
mux4_1,24,24
clkinvlp_4,0,1
nand3_1,1,1
nor3_2,0,4
clkdlybuf4s50_1,0,57
edfxtp_1,256,256
buf_12,0,6
buf_2,4,2
mux4_2,102,102
-- worst max path at each step --
stage | from | endpoint | slack [ns] | cells past startpoint
after CTS | input1[0] | rdata_1[4] | 0.91 | 7
final | input1[0] | rdata_1[5] | 0.95 | 7
after global routing | input1[0] | rdata_1[3] | 0.78 | 7
-- cells by family after synthesis --
| kind of cell | synth area share |
|---|---|
| flops | 0.655 |
| simple gates | 0.0235 |
| buf+inv | 0.0262 |
| mux | 0.254 |
| compound gates | 0.0410 |
-- through the flow --
step / instance area (um2) / hold WS, ns
6_report: 13700 / 1.38
5_1_grt: 13700 / 1.43
4_1_cts: 13700 / 1.36
3_5_place_dp: 12900 / 1.93
3_3_place_gp: 12900 / 1.89
2_1_floorplan: 11700 / 1.10
-- power groups by stage --
stage,Clock (W),Sequential (W),Combinational (W)
global route,0.00198,0.00243,0.000460
finish,0.00187,0.00242,0.000426
CTS,0.00191,0.00242,0.000431
Power figures rest on the tool's default switching activity, not on a simulated workload.
