===== ./config.mk =====
export PLATFORM = sky130hd
export DESIGN_NAME = div
export DESIGN_NICKNAME = div
export VERILOG_FILES = /design/flow/design.v
export SDC_FILE = /design/flow/constraint.sdc
export NUM_CORES = 4
export LEC_CHECK = 1
export CORE_UTILIZATION = 30

===== ./constraint.sdc =====
current_design div

set clk_period 135.5
set clk_io_pct 0.2

create_clock -name clk0 -period $clk_period

set non_clock_inputs [all_inputs -no_clocks]
set_input_delay [expr $clk_period * $clk_io_pct] -clock clk0 $non_clock_inputs
set_output_delay [expr $clk_period * $clk_io_pct] -clock clk0 [all_outputs]

===== ./design.v =====
module div(input1, input2, rslt);
  parameter N=16;
  input [N-1:0] input1;
  input [N-1:0] input2;
  output reg [N-1:0] rslt=0;
  reg [N-1:0] x,y;
  reg [N:0] z;
  integer i;
  always@(input1 or input2)
    begin
      x=input1;
      y=input2;
      z=0;
      for(i=0;i <N; i=i+1)begin
        z = {z[N-2:0],x[N-1]};
        x[N-1:1] = x[N-2:0];
          z = z-y;
        if(z[N-1] == 1) begin
          x[0] = 0;
          z = z+y; end
        else
          x[0] = 1;
      end
       rslt = x;
    end 
endmodule

===== ./run.sh =====
#!/bin/bash
# OpenROAD 26Q1-2900-gdf79404cd8, Yosys 0.63+post, stock flow scripts
make -C /OpenROAD-flow-scripts/flow DESIGN_CONFIG=/design/flow/config.mk WORK_HOME=/design/flow/orfs finish

==> qor.tcl <==
set qor(finalHoldViolCount) 0
set qor(timing.max_cap.violations) 0
set qor(max_slew.worst_pin.slew_ps) 973.1
set qor(worst_hold_path.endpoint) {rslt[15]}
set qor(n_clock_buffer) 0
set qor(ff_latch_area_um2) 0
set qor(dpl.cell_count) 3769
set qor(final.fill_count) 7038
set qor(number_of_buffers_added_for_setup_after_cts) 0
set qor(grt_pass1_wl_um) 92870
set qor(fin_hold_ws_ps) 55850
set qor(wl_per_cell_um) 15.57
set qor(top_cell_area_share) 0.2689
set qor(ys_chip_area_um2) 20240
set qor(ys_cells) 2858
set qor(synth.area.top_cells) {ha_1, xnor2_1, a21oi_1}
set qor(post_cts_resize_count) 0
set qor(final_count_of_pins_violating_max_slew) 0
set qor(chipWidth_um) 261.7
set qor(wl_um) 58700
set qor(drt_drc_violations_left) 0
set qor(core_box_area_um2) 66220
set qor(worst_setup_path_end_kind) {primary output}
set qor(type_of_the_worst_min_delay_path) {primary input to primary output}
set qor(first_iter_violations) 1126
set qor(antenna_violations_before_repair) 3
set qor(final.setup.tns_ps) 0
set qor(netlist_area_um2) 20240
set qor(nFlopsAndLatches) 0
set qor(floorplan.die_area_um2) 68510
set qor(hold_sp) {input2[9]}
set qor(top_level_ports) 48
set qor(io_buffers) 48
set qor(globalRouteOverflowTotal) 0
set qor(drt-vias-per-instance) 5.102
set qor(status) {finished clean}
set qor(synthCells) 2858
set qor(finished_layout_cells) 3769
set qor(fp-row-count) 94
set qor(hold_buffers) 0
set qor(synthMostInstantiatedCell) {ha_1}
set qor(grt_setup_unrepaired) {false}
set qor(max_slew_margin) 0.3431
set qor(slowest_stage) {xnor2_1}
set qor(grt_start_max_net_pins) 34
set qor(hold_path_depth) 9
set qor(dieHeight_um) 261.7
set qor(worstPathMaxFanout) 30
set qor(timing.final.setup_violations) 0
set qor(tool_warnings) 65
set qor(netlist_top_cells_count) {ha_1, a21oi_1, nor2_1}
set qor(cp_common_cell) {o21ai_0}
set qor(place.detailed.hpwl_um) 43760
set qor(grtUsageTotal) 0.1739
set qor(worstPathRequired_ps) 108400
set qor(max_freq_ghz) 0.009016
set qor(synthDistinctLibCells) 83
set qor(clock_period_minus_worst_slack_ps) 110910
set qor(drt_pass1_iterations) 5
set qor(setup_crit_start_kind) {primary input}
set qor(timing.critical_path.arrival_ps) 83810
set qor(fp_util) 0.3057
set qor(ys.warnings.count) 1
set qor(synth_area_leader_cell) {ha_1}
set qor(syn_avg_cell_area_um2) 7.082
set qor(first_global_vias) 17693
set qor(area_growth_pct) 8.512
set qor(dr_total_vias) 19230
set qor(post_route_cells_drive_above_1_share) 0.04096
set qor(ys_seq_frac) 0
set qor(finalWeightedCongestion) 0.9007
set qor(antenna-diode-count) 0
set qor(period_used_share) 0.8185
set qor(type_of_the_worst_setup_path) {primary input to primary output}
set qor(timing.critical_path.slowest_cell_delay_ps) 690
set qor(antenna_left) 0
## worst max-delay path, delay by kind of cell
kind                     cells  cell delay [ps]
AND-OR/OR-AND              140            26700
XOR/XNOR                    40            12670
AND/OR/NAND/NOR             57             7730
adder cells (fa/ha/maj)     17             4790
buffers and inverters       15             4260
multiplexers                 2              400
## metrics by stage
stage	setup slack [ps]	utilization	area, um^2
6_report	24590	0.3317	21960
5_1_grt	17880	0.3317	21960
4_1_cts	24700	0.3317	21960
3_5_place_dp	24940	0.3317	21960
3_3_place_gp	26180	0.3317	21960
2_1_floorplan	31850	-	20240
## kinds of logic (layout without fill, tap and decap cells)
group / count (synthesis) / after routing / share of synthesized area
simple gates: 783 / 783 / 0.1809
fa+ha+maj: 466 / 466 / 0.2996
xor+xnor: 381 / 381 / 0.1667
mux: 54 / 54 / 0.03060
compound gates: 874 / 874 / 0.2648
buf+inv: 300 / 347 / 0.05737
## area by class of cell
type                       instances  area (um^2)  area share
multi-input combinational       2558        19130      0.8711
inverter                         257        964.7     0.04392
timing repair buffer              90        785.8     0.03578
tap                              864         1081     0.04922
## worst max path at each step
stage	from	to	slack (ps)	cells after the start
final	input2[1]	rslt[0]	24590	271
after global routing	input2[1]	rslt[0]	17880	271
after CTS	input2[1]	rslt[0]	24700	271
## layout by cell type, fill, tap and decap left out, drive strengths merged, types with 5 or more instances in the layout
cell           synthesis  routed
nand4                 11      11
ha                   435     435
inv                  255     255
xnor2                270     270
o211a                  6       6
fa                    31      31
o21bai                65      65
and3                  28      28
and2                  17      17
o311ai                 5       5
nand2                213     213
nor2b                 40      40
a21o                  87      87
mux2                  39      39
o21ai                225     225
a21oi                304     304
a211oi                11      11
o211ai                12      12
a31oi                 15      15
or3                   18      18
nor4                  13      13
o2111ai               13      13
a2111oi                5       5
nor3                  61      61
or2                    8       8
clkdlybuf4s50          0      46
a21boi                37      37
xor2                 109     109
o21a                  25      25
o31a                   6       6
nand3b                 5       5
nor2                 273     273
or4                    8       8
nand2b                35      35
buf                   12      44
mux2i                 15      15
nand3                 38      38
a221oi                 5       5
o31ai                 23      23
## layer usage
layer | wire length, um | up-vias | GRT usage
met5 | 22 | - | 0
met4 | 901 | 4 | 0.02342
met3 | 2635 | 61 | 0.01457
met2 | 25360 | 335 | 0.2837
met1 | 29770 | 8575 | 0.2549
li1 | - | 10255 | -
